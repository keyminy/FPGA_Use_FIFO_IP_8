### /design/flow/config.mk
export PLATFORM = sky130hd
export DESIGN_NAME = FIFO
export DESIGN_NICKNAME = FIFO
export VERILOG_FILES = /design/flow/design.v
export SDC_FILE = /design/flow/constraint.sdc
export NUM_CORES = 4
export LEC_CHECK = 1
export CORE_UTILIZATION = 30
### /design/flow/design.v
`timescale 1ns / 1ps
module FIFO #(
    parameter ADDR_WIDTH = 3,
    DATA_WIDTH = 8
    )(
        input       clk,
        input       reset,
        input       wr,
        input       rd,
        input       [DATA_WIDTH-1 : 0] wr_data,
        output      [DATA_WIDTH-1 : 0] rd_data,
        output      full,
        output      empty
    );
    wire [ADDR_WIDTH-1:0] w_rd_addr;
    wire [ADDR_WIDTH-1:0] w_wr_addr;
    RegisterFile #(
    .ADDR_WIDTH(ADDR_WIDTH),
    .DATA_WIDTH(DATA_WIDTH)
    ) u_registerfile (
        .clk(clk),
        .w_en(wr & ~full), 
        .rd_addr(w_rd_addr),  
        .wr_addr(w_wr_addr),  
        .wr_data(wr_data), 
        .rd_data(rd_data) 
    );
    fifo_ctrl #(
        .ADDR_WIDTH(ADDR_WIDTH)
    ) u_fifo_ctrl (
        .clk(clk),
        .reset(reset),
        .wr(wr),
        .full(full),
        .wr_addr(w_wr_addr),
        .rd(rd),
        .empty(empty),
        .rd_addr(w_rd_addr)
    );
endmodule
module RegisterFile #(
    parameter ADDR_WIDTH = 3,
    DATA_WIDTH = 8
) (
    input                    clk,
    input                    w_en, 
    input  [ADDR_WIDTH-1:0]  rd_addr,  
    input  [ADDR_WIDTH-1:0]  wr_addr,  
    input  [DATA_WIDTH-1:0]  wr_data, 
    output [DATA_WIDTH-1:0]  rd_data 
);
    reg [DATA_WIDTH-1:0] memory [0:2**ADDR_WIDTH-1];  
    always @(posedge clk ) begin
        if(w_en) memory[wr_addr] <= wr_data;
    end
    assign rd_data = memory[rd_addr];
endmodule
module fifo_ctrl #(
    parameter ADDR_WIDTH = 3
) (
    input       clk,
    input       reset,
    input       wr,
    output      full,
    output       [ADDR_WIDTH-1 : 0] wr_addr,
    input       rd,
    output      empty,
    output      [ADDR_WIDTH-1 : 0] rd_addr
);
    reg [ADDR_WIDTH-1 : 0] wr_ptr_reg,wr_ptr_next;  
    reg [ADDR_WIDTH-1 : 0] rd_ptr_reg,rd_ptr_next;  
    reg full_reg, full_next;
    reg empty_reg, empty_next;
    assign wr_addr = wr_ptr_reg;
    assign rd_addr = rd_ptr_reg;
    assign full = full_reg;
    assign empty = empty_reg;
    always @(posedge clk ,posedge reset) begin
        if(reset) begin
            rd_ptr_reg <= 0;
            wr_ptr_reg <= 0;
            empty_reg <= 1'b1;  
            full_reg <= 1'b0;
        end else begin
            rd_ptr_reg <= rd_ptr_next;
            wr_ptr_reg <= wr_ptr_next;
            empty_reg <= empty_next;
            full_reg <= full_next;
        end
    end
always @(*) begin
    wr_ptr_next = wr_ptr_reg;
    rd_ptr_next = rd_ptr_reg;
    full_next = full_reg;
    empty_next = empty_reg;
    case ({wr, rd})
        2'b01: begin
            if (~empty_reg) begin
                rd_ptr_next = rd_ptr_reg + 1;
                full_next = 1'b0;
                if (rd_ptr_next == wr_ptr_reg) begin
                    empty_next = 1'b1;
                end else begin
                    empty_next = 1'b0;
                end
            end
        end
        2'b10: begin
            if (~full_reg) begin
                wr_ptr_next = wr_ptr_reg + 1;
                empty_next = 1'b0;
                if (wr_ptr_next == rd_ptr_reg) begin
                    full_next = 1'b1;
                end else begin
                    full_next = 1'b0;
                end
            end
        end
        2'b11: begin
            if(empty_reg) begin
                wr_ptr_next = wr_ptr_reg;
                rd_ptr_next = rd_ptr_reg;
            end else begin
                wr_ptr_next = wr_ptr_reg + 1;
                rd_ptr_next = rd_ptr_reg + 1;
            end
        end
        default: begin
        end
    endcase
end
endmodule
### /design/flow/run.sh
#!/bin/bash
# OpenROAD 26Q1-2900-gdf79404cd8, Yosys 0.63+post, stock flow scripts
make -C /OpenROAD-flow-scripts/flow DESIGN_CONFIG=/design/flow/config.mk WORK_HOME=/design/flow/orfs finish
### /design/flow/constraint.sdc
current_design FIFO

set clk_period 4.1
set clk_io_pct 0.2

create_clock -name clk0 -period $clk_period [get_ports {clk}]

set non_clock_inputs [all_inputs -no_clocks]
set_input_delay [expr $clk_period * $clk_io_pct] -clock clk0 $non_clock_inputs
set_output_delay [expr $clk_period * $clk_io_pct] -clock clk0 [all_outputs]
==> design notes <==
The run finished with clean final reports. The vertical die dimension reported for this design is 101.5 um. The worst slew margin relative to its limit was 46.71%. The run gives 8411 um as the wire length of the first global-routing pass. Setup slack closes at 770.0 ps. On the final layout, the worst clock skew is 11.38 ps. The arrival time of the worst setup path came out at 2510 ps. The part of the cycle the worst path needs is 81.22%. With the number of global-route vias before repair at 1542, the power per standard cell area is 667.2 mW/mm^2.

For the total grt overflow, the log shows 0. STA classifies the critical path endpoint as an output port. Library cell used as clock root buffer: sky130_fd_sc_hd__clkbuf_8. The run gives 0 for the number of buffers added to fix hold violations after cts.

The global routing report lists combined usage of all routing layers as 11.94%. The last timing report of the flow puts the setup violation total at 0. The logs give 300.3 MHz for the timing-limited maximum frequency and 1403 for the total vias in the final route. The skew report gives the latency at the later pin of the worst-skew pair as 340 ps.

The terminus of the critical flop-to-flop path is u_registerfile.memory[1][7]. The synthesized netlist has a Yosys-reported chip area of 0.002968 sq mm. Hold timing on the final database bottoms out at a slack of 519.1 ps. Buffers added to address setup during post-CTS repair amount to 0.

The initial antenna violation count is 0. Once iteration 0 of detailed routing completed, the report listed 66 DRC markers. Along the worst path, the maximum fanout reaches 12.

The die is 101.5 um wide. TritonRoute output was used to compute an average wire per cell of 16.54 um. The run gives 143 for the number of standard cells after synthesis.

The setup TNS came out at 0 ps. The longest incremental delay of any stage on the critical path is reported as 580 ps. The count of cell types in the netlist came out at 29. The pre-CTS setup check shows a worst slack of 1078 ps. Traced cell by cell, the critical path runs through buf_4 > mux4_1 > mux2_4 > clkdlybuf4s50_1.

The depth of the worst hold-timing path works out to 2. For the worst min-delay path, the startpoint reported by OpenROAD is u_fifo_ctrl.empty_reg. The run gives 20.75 sq um for the per-instance average area after synthesis. Summing over the stages, the warning tally comes to 25. The share of the Yosys chip area taken by registers is 71.54%.

For the worst IR drop on VDD, the log shows 0.2044 mV. Final number of hold-violating endpoints: 0. TritonCTS built the clock tree. The tools report the area of the mapped netlist as 0.002968 sq mm. The die area was 0.01029 sq mm. Counting every sink on the clock net gives 72.

Entering global routing, the biggest net connects 19 pins. Once the floorplan was initialized, standard cells occupied 31.52% of the core. The flip-flop count of the largest register, all copies and words added works out to 64. The sort of element at the start of the critical path was a flop. Per the detailed-route log, wirelength across all metal layers totals 5176 um. The reported leakage power was 1.209 nW.

The tools report the final estimated routing congestion in global placement as 0.7620. With the utilization of the core after routing at 37.90%, the final instance area is 0.003568 sq mm. Per the OpenROAD floorplan log, the area of the core is 0.009415 sq mm. The run reported a max-capacitance violation count of 0.

The number of clock buffers added by TritonCTS is 9. Level count of the clock H-tree: 3. The Yosys step of the flow raised 2 warnings. The cell area reported after detailed placement was 0.003374 sq mm. For this run, design rule violations remaining after detail routing come to 0. Per the placement log, port buffering inserted 21 buffers. In the routed layout, each cell is associated on average with a via count of 4.482.

For reference, the final report shows the max-slew violation count at 0. By startpoint and endpoint, the worst setup path is classified as reg -> out. Looking at the max-slew report, the worst-margin pin has a slew of 799.4 ps.

The final critical path time including I/O delays and setup is 3330 ps. Setup repair after global routing left no endpoint under its margin. The total of flip-flops plus latches after synthesis is 72. Per the Yosys statistics, synthesis produced 143 cells.

The number of gates resized after CTS was 0. The cell row count is 35. The share of post-route cells with drive strength above 1 is 25.54%. For the number of detailed-route iterations in the first pass, the log shows 4. The worst register-to-register path begins at u_fifo_ctrl.wr_ptr_reg[2].

The clock edge transition at the registers on the reported setup and hold paths was 70 ps. Looking at the clock tree report, the maximum root-to-sink buffer count equals 2. For the final antenna diode count, the log shows 0.

The critical path's slowest stage uses the library cell sky130_fd_sc_hd__dfrtp_1. The OpenROAD report gives the critical path a required time of 3280 ps. STA shows the worst min-delay path finishing at u_fifo_ctrl.empty_reg. The half-perimeter wire length after placement is 3349 um, and the depth of the worst register-to-register path is 3. In this run the layout overhead on the synthesized area is reported as 20.24%. The worst-case reg-to-reg setup slack stands at 2180 ps. In this run the worst hold path is classified as reg -> reg.

The remaining number of nets flagged by the antenna check after routing is 0, and the count of pins on the block boundary is 22.
layout by cell type (no fill, tap or decap), drive strengths merged, types with 3 or more instances in the layout:
cell type | Yosys | layout
edfxtp | 64 | 64
clkdlybuf4s50 | 0 | 21
mux4 | 16 | 16
buf | 4 | 11
mux2 | 10 | 10
xnor2 | 9 | 9
clkbuf | 3 | 9
dfrtp | 7 | 7
clkinv | 0 | 5
nor2 | 4 | 4
nor3 | 4 | 4
nand2b | 3 | 3
o21ai | 3 | 3
worst max-delay path, delay by kind of cell (launching register included):
kind | cells | cell delay, ps
mux | 2 | 860
buf+inv | 2 | 740
flops | 1 | 580
report_power, final:
| group | leakage (nW) | switching, W | internal (W) |
|---|---|---|---|
| Clock | 0.101 | 0.000262 | 0.000281 |
| Combinational | 0.434 | 0.000252 | 0.000511 |
| Sequential | 0.675 | 0.000146 | 0.000930 |
how the worst max path moves through the flow:
stage / start / to / slack [ps] / depth (start not counted)
finish: u_fifo_ctrl.rd_ptr_reg[0] / rd_data[4] / 770 / 4
global route: u_fifo_ctrl.rd_ptr_reg[0] / rd_data[0] / 580 / 4
CTS: u_fifo_ctrl.rd_ptr_reg[0] / rd_data[4] / 710 / 4
kinds of logic after synthesis:
logic type      synth area share [%]
simple gates                   3.457
fa+ha+maj                     0.8430
xor+xnor                       2.951
buf+inv                        1.939
flops                          71.54
mux                            17.96
compound gates                 1.307
cells in the mapped netlist:
| cell | instances | area, sq um |
|---|---|---|
| sky130_fd_sc_hd__ha_1 | 2 | 25.02 |
| sky130_fd_sc_hd__mux2_2 | 2 | 22.52 |
| sky130_fd_sc_hd__nand3b_1 | 2 | 15.01 |
| sky130_fd_sc_hd__buf_12 | 1 | 20.02 |
| sky130_fd_sc_hd__nor3_1 | 4 | 20.02 |
| sky130_fd_sc_hd__dfstp_2 | 1 | 26.28 |
| sky130_fd_sc_hd__o21ai_0 | 3 | 15.01 |
| sky130_fd_sc_hd__nand2_1 | 2 | 7.510 |
| sky130_fd_sc_hd__mux2_4 | 8 | 120.1 |
| sky130_fd_sc_hd__nor2b_1 | 1 | 6.260 |
| sky130_fd_sc_hd__dfrtp_1 | 7 | 175.2 |
| sky130_fd_sc_hd__nand3_1 | 1 | 5.000 |
| sky130_fd_sc_hd__o41ai_1 | 1 | 8.760 |
| sky130_fd_sc_hd__clkbuf_1 | 2 | 7.510 |
| sky130_fd_sc_hd__mux4_1 | 8 | 210.2 |
| sky130_fd_sc_hd__o31ai_1 | 1 | 7.510 |
| sky130_fd_sc_hd__xnor2_1 | 9 | 78.83 |
| sky130_fd_sc_hd__clkbuf_2 | 1 | 5.000 |
| sky130_fd_sc_hd__buf_2 | 2 | 10.01 |
| sky130_fd_sc_hd__xor2_1 | 1 | 8.760 |
| sky130_fd_sc_hd__edfxtp_1 | 64 | 1922 |
| sky130_fd_sc_hd__nand2b_1 | 3 | 18.77 |
| sky130_fd_sc_hd__o211ai_1 | 1 | 7.510 |
| sky130_fd_sc_hd__nor2_1 | 4 | 15.01 |
| sky130_fd_sc_hd__inv_1 | 1 | 3.750 |
| sky130_fd_sc_hd__or3b_2 | 1 | 8.760 |
| sky130_fd_sc_hd__buf_6 | 1 | 11.26 |
| sky130_fd_sc_hd__mux4_2 | 8 | 180.2 |
| sky130_fd_sc_hd__nor4_1 | 1 | 6.260 |
metal layers:
metal | vias up | wire length [um] | global-route usage, %
met4 | 0 | 93 | 2.341
li1 | 658 | - | -
met2 | 62 | 2512 | 19.00
met5 | - | 0 | 0
met3 | 7 | 474 | 5.882
met1 | 676 | 2096 | 15.63
per-stage QoR:
step           cells  total power [W]
2_1_floorplan    143         0.001584
3_3_place_gp     297         0.001862
3_5_place_dp     297         0.001868
4_1_cts          313         0.002414
5_1_grt          313         0.002527
6_report         313         0.002381
cell type report:
type	instances	area, sq um
Clock buffer	9	123.9
Timing Repair Buffer	32	292.8
Clock inverter	7	70.07
Inverter	1	3.754
Multi-Input combinational cell	63	793.3
Sequential cell	72	2123
Fill cell	860	5847
Tap cell	129	161.4
Power figures rest on the tool's default switching activity, not on a simulated workload.
