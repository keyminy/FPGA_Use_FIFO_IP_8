===== flow/design.v =====
`timescale 1ns / 1ps
module uart(
    input clk,
    input reset,
    input start,
    input [7:0] tx_data,
    output o_tx_done,
    output o_txd,
    input rx,
    output [7:0] o_rx_data,
    output o_rx_done
    );
    wire w_br_tick;
    baudrate_generator u_baud_gen(
        .clk(clk),
        .reset(reset),
        .br_tick(w_br_tick)
    );
    transmitter u_tarnsmitter(
        .clk(clk),
        .reset(reset),
        .br_tick(w_br_tick),
        .start(start),
        .tx_data(tx_data),
        .tx(o_txd),
        .tx_done(o_tx_done)
    );
    receiver u_receiver(
        .clk(clk),
        .reset(reset),
        .rx(rx),
        .br_tick(w_br_tick),
        .rx_data(o_rx_data),
        .rx_done(o_rx_done)
    );
endmodule
module baudrate_generator(
    input clk,
    input reset,
    output br_tick
);
    reg [$clog2(100_000_000/9600/16)-1:0] r_counter;
    reg r_tick;
    assign br_tick = r_tick;
    always @(posedge clk, posedge reset) begin
        if(reset) begin
            r_counter <= 0;
            r_tick <= 1'b0;
        end else begin
             if(r_counter == 100_000_000/9600/16 - 1) begin
                r_counter <= 0;
                r_tick <= 1'b1;
            end else begin
                r_counter <= r_counter + 1;
                r_tick <= 1'b0;       
            end
        end
    end
endmodule
module transmitter (
    input clk,
    input reset,
    input br_tick,
    input [7:0] tx_data,
    input start,
    output tx_done,
    output tx
);
    reg [3:0] state,next_state;
    reg tx_reg, tx_next;
    reg tx_done_reg,tx_done_next;
    reg [7:0] temp_data_reg,temp_data_next;
    reg [3:0] tick_cnt_reg,tick_cnt_next;  
    reg [2:0] bit_cnt_reg,bit_cnt_next; 
    parameter IDLE_S = 4'd0;
    parameter START_S = 4'd1;
    parameter D0_S = 4'd2, D1_S = 4'd3, D2_S = 4'd4, D3_S = 4'd5, D4_S = 4'd6, D5_S = 4'd7, D6_S = 4'd8, D7_S = 4'd9;
    parameter DATA_S = 4'd11;
    parameter STOP_S = 4'd10;
    assign tx = tx_reg;
    assign tx_done = tx_done_reg;
    always @(posedge clk,posedge reset) begin
        if(reset) begin
            state <= IDLE_S;
            tx_reg <= 1'b1;
            tx_done_reg <= 1'b0;
            temp_data_reg <= 0;
            tick_cnt_reg <= 0;
            bit_cnt_reg <= 0;
        end else begin
            state <= next_state;
            tx_reg <= tx_next;
            tx_done_reg <= tx_done_next;
            temp_data_reg <= temp_data_next;
            tick_cnt_reg <= tick_cnt_next;
            bit_cnt_reg <= bit_cnt_next;
        end
    end
    always @(*) begin
        next_state = state;  
        tx_next = tx_reg;
        tx_done_next = tx_done_reg;
        temp_data_next = temp_data_reg;
        tick_cnt_next = tick_cnt_reg;
        bit_cnt_next = bit_cnt_reg; 
        case(state)
            IDLE_S: begin
                tx_next = 1'b1;
                tx_done_next = 1'b0;
                if(start == 1'b1) begin
                    temp_data_next = tx_data;
                    next_state = START_S;
                    tick_cnt_next = 0;  
                    bit_cnt_next = 0;
                end
            end
            START_S: begin
                tx_next = 1'b0;
                if(br_tick) begin
                    if(tick_cnt_reg == 15) begin
                        next_state = DATA_S; 
                        tick_cnt_next = 0;
                    end else begin
                        tick_cnt_next = tick_cnt_reg + 1;
                    end
                end
            end
            DATA_S: begin
                tx_next = temp_data_reg[0];
                if(br_tick) begin
                    if(tick_cnt_reg == 15) begin
                        tick_cnt_next = 0;
                        if(bit_cnt_reg == 7) begin
                            next_state = STOP_S;
                            bit_cnt_next = 0;
                        end else begin
                            temp_data_next = {1'b0,temp_data_reg[7:1]};
                            bit_cnt_next = bit_cnt_reg + 1;
                        end
                    end else begin
                        tick_cnt_next = tick_cnt_reg + 1;
                    end
                end
            end
            STOP_S: begin
                tx_next = 1'b1;
                if(br_tick) begin
                    if(tick_cnt_reg == 15) begin
                        tx_done_next = 1'b1;
                        next_state = IDLE_S;
                        tick_cnt_next = 0;
                    end else begin
                        tick_cnt_next = tick_cnt_reg + 1;
                    end
                end
            end
        endcase
    end
endmodule
module receiver(
    input          clk,
    input          reset,
    input          br_tick,
    input          rx,
    output  [7:0]  rx_data,
    output         rx_done
);
    parameter IDLE = 2'd0,START = 2'd1,DATA = 2'd2, STOP = 2'd3;
    reg [1:0] state,next_state;
    reg [7:0] rx_data_reg,rx_data_next;
    reg [15:0] sample_bit_reg,sample_bit_next;
    reg [2:0] bit_cnt_reg,bit_cnt_next;  
    reg [3:0] sample_cnt_reg, sample_cnt_next;
    reg rx_done_reg,rx_done_next;
    assign rx_data = rx_data_reg;
    assign rx_done = rx_done_reg;
    always @(posedge clk or posedge reset) begin
        if(reset) begin
            state <= IDLE;
            rx_data_reg <= 0;
            sample_cnt_reg <= 0;
            rx_done_reg <= 1'b0;
            sample_cnt_reg <= 0;
            sample_bit_reg <= 0;
            rx_data_reg <= 0;
            bit_cnt_reg <= 0;
        end else begin
            rx_data_reg <= rx_data_next;
            state <= next_state;
            sample_cnt_reg <= sample_cnt_next;
            rx_done_reg <= rx_done_next;
            sample_cnt_reg <= sample_cnt_next;
            sample_bit_reg <= sample_bit_next;
            rx_data_reg <= rx_data_next;
            bit_cnt_reg <= bit_cnt_next;
        end
    end
    always @(*) begin
        next_state      = state;  
        rx_done_next    = rx_done_reg;
        sample_cnt_next = sample_cnt_reg;
        sample_bit_next = sample_bit_reg;
        rx_data_next = rx_data_reg;
        bit_cnt_next = bit_cnt_reg;
        case (state)
            IDLE: begin
                rx_done_next = 1'b0;
                if(rx == 1'b0) begin
                    sample_cnt_next = 0;  
                    next_state = START;
                end else begin
                    next_state = IDLE;  
                end
            end
            START: begin
                rx_data_next = 0;
                if(br_tick) begin
                    if(sample_cnt_reg == 15) begin
                        sample_cnt_next = 0;
                        next_state = DATA;
                    end else begin
                        sample_cnt_next = sample_cnt_reg + 1;
                        next_state = START;  
                    end
                end
            end 
            DATA : begin
                if(br_tick) begin
                    sample_bit_next = {rx,sample_bit_reg[15:1]};  
                    if(sample_cnt_reg == 15) begin
                        sample_cnt_next = 0;
                        rx_data_next = {sample_bit_reg[7],rx_data_reg[7:1]};
                        if(bit_cnt_reg == 7) begin
                            bit_cnt_next = 0;
                            next_state = STOP;
                        end else begin
                            bit_cnt_next = bit_cnt_reg + 1;
                        end
                    end 
                    else begin
                        sample_cnt_next = sample_cnt_reg + 1;
                    end
                end
            end
            STOP : begin
                if(br_tick) begin
                    if(sample_cnt_reg == 15) begin
                        sample_cnt_next = 0;
                        rx_done_next = 1'b1;
                        next_state = IDLE;
                    end else begin
                        sample_cnt_next = sample_cnt_reg + 1;
                    end
                end
            end
        endcase
    end
endmodule

===== flow/run.sh =====
#!/bin/bash
# OpenROAD 26Q1-2900-gdf79404cd8, Yosys 0.63+post, stock flow scripts
make -C /OpenROAD-flow-scripts/flow DESIGN_CONFIG=/design/flow/config.mk WORK_HOME=/design/flow/orfs finish

===== flow/config.mk =====
export PLATFORM = sky130hd
export DESIGN_NAME = uart
export DESIGN_NICKNAME = uart
export VERILOG_FILES = /design/flow/design.v
export SDC_FILE = /design/flow/constraint.sdc
export NUM_CORES = 4
export LEC_CHECK = 1
export CORE_UTILIZATION = 30

===== flow/constraint.sdc =====
current_design uart

set clk_period 3.6
set clk_io_pct 0.2

create_clock -name clk0 -period $clk_period [get_ports {clk}]

set non_clock_inputs [all_inputs -no_clocks]
set_input_delay [expr $clk_period * $clk_io_pct] -clock clk0 $non_clock_inputs
set_output_delay [expr $clk_period * $clk_io_pct] -clock clk0 [all_outputs]

==> metrics.json <==
{
  "outcome": "finished, final reports clean",
  "largest_register_ff_count": 10,
  "ys_seq_frac": 0.543,
  "cts.root.buffer_cell": "sky130_fd_sc_hd__clkbuf_8",
  "warnings": 26,
  "post_route_cells_drive_above_1_share": 0.185,
  "final.fill_count": 838,
  "cp.required_ns": 3.85,
  "critical_path.reg2reg.endpoint": "u_tarnsmitter.temp_data_reg[2]",
  "min_to": "u_baud_gen.r_counter[8]",
  "reg2reg_depth": 6,
  "post_cts.repair.setup_buffers": 0,
  "yosys_warnings": 3,
  "postSynthAreaPerCell_um2": 11.8,
  "io_buffers": 22,
  "detail_route.antenna_diodes": 0,
  "launch_instance_of_the_worst_min_delay_path": "u_baud_gen.r_counter[8]",
  "drt-wirelength-per-cell_um": 12.8,
  "post_synth_num_cell_types": 50,
  "finalClockPeriodUsage": 0.563,
  "syn-cell-area_um2": 2820,
  "chip_footprint_um2": 9780,
  "hold_viol": 0,
  "synth_area_leader_cell": "sky130_fd_sc_hd__dfrtp_1",
  "grt.total_usage": 0.110,
  "power-per-cell-area_nw_per_um2": 428,
  "worstMarginPinSlew_ns": 0.699,
  "die_h_um": 98.9,
  "clock-sinks": 61,
  "cts-resized-gates": 0,
  "peakVddDrop_v": 0.000186,
  "final.setup_skew_ns": 0.00832,
  "drt_iter0_markers": 90,
  "dieWidth_um": 98.9,
  "first_global_vias": 1869,
  "synth.yosys.num_cells": 238,
  "reported_max_cap_violation_count": 0,
  "final_period_minus_worst_setup_slack_ns": 2.03,
  "route.detailed.drc": 0,
  "slew_violations": 0,
  "ys.flop_type": "sky130_fd_sc_hd__dfrtp_1",
  "edf_count": 0,
  "dp_worst_setup_slack_ns": 1.24,
  "report.final.setup_viol": 0,
  "fmaxAchievable_mhz": 494,
  "netlist.area_leader.share": 0.515,
  "wl_mm": 4.86,
  "grt_first_pass_wirelength_mm": 8.68,
  "critical_path_peak_fanout": 9,
  "slew_headroom": 0.534,
  "worst-endpoint-arrival_ns": 2.27,
  "reg2reg_setup_slack_ns": 1.72,
  "synth_cells": 238,
  "timing.setup.tns_ns": 0,
  "viasPerCell": 4.99,
  "synthToLayoutAreaGrowth_pct": 19.1,
  "boundaryPins": 23,
  "post_route_ant_nets": 0,
  "cts_buffers": 9,
  "timing.final.ws_setup_ns": 1.57,
  "cts_max_path_buffers": 2,
  "ys.flops": 61,
  "timing.critical_path.slowest_stage_cell": "sky130_fd_sc_hd__clkdlybuf4s50_1",
  "critical_path.reg2reg.startpoint": "u_tarnsmitter.bit_cnt_reg[0]",
  "yosysChipArea_um2": 2820,
  "clock.latency.late_pin_ns": 0.33,
  "rsz0062_at_grt": "false",
  "htree_levels": 3,
  "start_kind": "primary input",
  "postCtsHoldBufs": 0,
  "crit_path_max_incr_delay_ns": 0.53,
  "detailedRoute.firstPassIterationCount": 4,
  "num_rows": 34,
  "synth_async_sr_flop_share": 1.00,
  "grt_overflow": 0,
  "vias": 1892,
  "hpwl_mm": 3.38,
  "top_cells_by_area": "sky130_fd_sc_hd__dfrtp_1 52%, sky130_fd_sc_hd__mux2_2 5.2%, sky130_fd_sc_hd__a22o_1 4.0%",
  "std_cell_core_area_um2": 8890,
  "pin_count_of_the_biggest_net_entering_global_routing": 25,
  "finalWeightedCongestion": 0.793,
  "hold_path_depth": 1,
  "clock_pin_slew_on_the_worst_setup_and_hold_paths_ns": 0.06,
  "critical_path.cell_chain": "clkdlybuf4s50_1 > nand2b_2 > o211a_1 > a21boi_4 > a2bb2oi_1",
  "floorplanUtilization": 0.317,
  "p_leak_uw": 0.00153,
  "worst_hold_path_type": "reg -> reg",
  "cts_tree": "built",
  "setup.worst_path.class": "in -> reg",
  "worst_setup_path_end_kind": "flop",
  "antenna_found_initial": 0
}
-- logic make-up after synthesis --
family	count (synthesis)	synth area share
AOI/OAI and AO/OA	63	0.175
xor gates and xnor gates	7	0.0218
adders and majority gates	8	0.0355
buffers and inverters	19	0.0364
DFF	61	0.543
muxes	15	0.0604
and+or+nand+nor	65	0.128
-- how the worst max path moves through the flow --
stage / from / endpoint / slack, ns / depth (start not counted)
4_1_cts: u_tarnsmitter.tx_reg / o_txd / 1.55 / 1
5_1_grt: start / u_tarnsmitter.temp_data_reg[5] / 1.48 / 5
6_report: start / u_tarnsmitter.temp_data_reg[2] / 1.57 / 5
-- final cells by class --
class	instances	area, µm²	area share
clock inverters	4	70.1	0.0209
multi-input cells	158	1180	0.353
inverters	12	45.0	0.0134
clock buffers	12	155	0.0462
well taps	108	135	0.0403
repair buffers	24	235	0.0701
flip-flops and latches	61	1530	0.456
-- critical path, delay by kind of cell --
kind / cells / cell delay (ns)
buf+inv: 1 / 0.53
simple gates: 1 / 0.17
compound gates: 3 / 0.85
-- through the flow --
step | area [µm²] | power, µW | utilization | hold WS [ns] | std cells
2_1_floorplan | 2820 | 748 | - | 0.442 | 238
3_3_place_gp | 3130 | 771 | 0.352 | 0.483 | 363
3_5_place_dp | 3130 | 772 | 0.352 | 0.483 | 363
4_1_cts | 3360 | 1460 | 0.377 | 0.495 | 379
5_1_grt | 3360 | 1500 | 0.377 | 0.518 | 379
6_report | 3360 | 1440 | 0.377 | 0.496 | 379
-- cells in the final DEF (no fill, tap or decap), types with 3 or more instances in the layout --
cell,count
sky130_fd_sc_hd__a21oi_1,3
sky130_fd_sc_hd__a22o_1,13
sky130_fd_sc_hd__a22oi_1,4
sky130_fd_sc_hd__a2bb2oi_1,7
sky130_fd_sc_hd__and3_1,3
sky130_fd_sc_hd__clkbuf_8,11
sky130_fd_sc_hd__clkdlybuf4s50_1,22
sky130_fd_sc_hd__dfrtp_1,58
sky130_fd_sc_hd__dfstp_2,3
sky130_fd_sc_hd__ha_1,8
sky130_fd_sc_hd__inv_1,10
sky130_fd_sc_hd__mux2_2,13
sky130_fd_sc_hd__nand2_1,17
sky130_fd_sc_hd__nand3_1,8
sky130_fd_sc_hd__nand4_1,4
sky130_fd_sc_hd__nor2_1,15
sky130_fd_sc_hd__nor3_2,4
sky130_fd_sc_hd__o21ai_0,11
sky130_fd_sc_hd__o22ai_1,6
sky130_fd_sc_hd__o2bb2ai_1,3
sky130_fd_sc_hd__xnor2_1,5
-- Yosys cell counts (2+ instances only) --
cell type and number:
sky130_fd_sc_hd__nor2b_1 2, sky130_fd_sc_hd__nand2_1 17, sky130_fd_sc_hd__nor3_2 4, sky130_fd_sc_hd__nor3_1 2
sky130_fd_sc_hd__a22oi_1 4, sky130_fd_sc_hd__o21ai_0 11, sky130_fd_sc_hd__o31ai_1 2, sky130_fd_sc_hd__a22o_1 13
sky130_fd_sc_hd__clkbuf_1 2, sky130_fd_sc_hd__buf_6 4, sky130_fd_sc_hd__nand3_1 8, sky130_fd_sc_hd__ha_1 8
sky130_fd_sc_hd__a31o_2 2, sky130_fd_sc_hd__nand4_1 4, sky130_fd_sc_hd__a2bb2oi_1 7, sky130_fd_sc_hd__xor2_1 2
sky130_fd_sc_hd__inv_1 11, sky130_fd_sc_hd__and4_1 2, sky130_fd_sc_hd__o22ai_1 6, sky130_fd_sc_hd__mux2_2 13
sky130_fd_sc_hd__a21oi_1 3, sky130_fd_sc_hd__nor2_1 15, sky130_fd_sc_hd__o2bb2ai_1 3, sky130_fd_sc_hd__a31oi_1 2
sky130_fd_sc_hd__dfstp_2 3, sky130_fd_sc_hd__xnor2_1 5, sky130_fd_sc_hd__and3_1 3, sky130_fd_sc_hd__dfrtp_1 58
-- per-layer routing --
layer	wire length, µm	track usage	share of wire
met5	0	0	0
met2	2170	0.165	0.45
met1	2490	0.173	0.51
met4	84	0.0207	0.017
met3	114	0.0216	0.023
-- where the power goes --
part	internal (µW)	switching [µW]
Sequential	701	8.29
Clock	426	254
Combinational	26.5	22.6
No activity file was given, so power comes from the tool's default toggle rates.
